### run.sh
#!/bin/bash
# OpenROAD 26Q1-2900-gdf79404cd8, Yosys 0.63+post, stock flow scripts
make -C /OpenROAD-flow-scripts/flow DESIGN_CONFIG=/design/flow/config.mk WORK_HOME=/design/flow/orfs finish
### constraint.sdc
current_design fulladd4

set clk_period 3.8
set clk_io_pct 0.2

create_clock -name clk0 -period $clk_period

set non_clock_inputs [all_inputs -no_clocks]
set_input_delay [expr $clk_period * $clk_io_pct] -clock clk0 $non_clock_inputs
set_output_delay [expr $clk_period * $clk_io_pct] -clock clk0 [all_outputs]
### design.v
module stimulus;
	reg [3:0] A, B;
	reg C_IN;
	wire [3:0] SUM;
	wire C_OUT;
	fulladd4 FA1_4(SUM, C_OUT, A, B, C_IN);
	initial
	begin
		$monitor($time," A= %b, B=%b, C_IN= %b, --- C_OUT= %b, SUM= %b\n",
		A, B, C_IN, C_OUT, SUM);
	end
	initial
	begin
		A = 4'd0; B = 4'd0; C_IN = 1'b0;
		#5 A = 4'd3; B = 4'd4;
		#5 A = 4'd2; B = 4'd5;
		#5 A = 4'd9; B = 4'd9;
		#5 A = 4'd10; B = 4'd15;
		#5 A = 4'd10; B = 4'd5; C_IN = 1'b1;
	end
endmodule
module fulladd4(sum, c_out, a, b, c_in);
	output [3:0] sum;
	output c_out;
	input[3:0] a, b;
	input c_in;
	assign {c_out,sum}=a+b+c_in;
endmodule
### config.mk
export PLATFORM = sky130hd
export DESIGN_NAME = fulladd4
export DESIGN_NICKNAME = fulladd4
export VERILOG_FILES = /design/flow/design.v
export SDC_FILE = /design/flow/constraint.sdc
export NUM_CORES = 4
export LEC_CHECK = 1
export CORE_AREA = 10 10 70 70
export DIE_AREA = 0 0 80 80
==> results.txt <==
run metrics: Flop area=0 um^2, max-cap viol count=0, final worst slack=0.412 ns, Final Cycle Share=89.2%, Vias/cell=2.05, sw frac=28.3%, Cell Chain, Critical Path=clkdlybuf4s50_1, fa_1, inv_1, fa_1, nor2b_1, o21ai_0, nand2b_1, clkdlybuf4s50_1, max incr delay on CP=0.48 ns, proportion of power drawn by flip-flops and latches=0%, Tmin final=3.39 ns, status=completed, grt ovf=0, Die Wd=80 um, dpl ws=0.395 ns, slowest CP cell=clkdlybuf4s50_1, core box area=3420 um^2, Synth Area per Inst=8.99 um^2, largest net degree at the start of global routing=4, Vias=between 150 and 200, CP Launch Type=input pin, Clk pwr share=0%, floorplan row count=21, post-synth area from yosys stat=144 um^2, HP Class=in -> out, first-pass detailed-route iteration total=1, hold depth=3, DRC=0, Synthesis Warnings=0, WS Path Type=in -> out, Slew headroom=a little under 90%, Starting DRT DRC Count=0, sequential area share after synthesis=0%, distinct cell type count after synthesis=9, GRT Total Usage=1.55%, unrepaired setup endpoints after global routing=no, ratio of cells with drive above 1 in the final layout=under 10%, FP Util=under 10%, Logic pwr share=100.0%, Pint=~0.032 mW, synthesis-to-layout area growth=137%, Lkg Pwr=0.135 nW, yosys cell count=16, chip area=6400 um^2, required time worst endpoint=3.04 ns, CP max FO=2, GPL Wtd Cong=0.772, Flop Count=0, postcts setup bufs=0, post-route setup TNS=0 ns, # setup viols final=0, pwr/cell area=131 nW/um^2, worst vdd ir=0.0133 mV, Post-Syn Area=144 um^2, hold buffer count at cts=0, number of clock buffers in the layout=0, die height=roughly 80 um, initial antenna violation count=0, Filler Cells Inserted=398, Worst-Margin Slew=0.157 ns, critical path endpoint category=primary output, maximum clock frequency=0.295 GHz, Tool Warnings=35, max-slew violations=0, endpoints failing hold=0, ANT nets after route=0, vias in the first global route=154, first-pass GRT wire length=slightly below 800 um, synthesized instance count=16, CP arrival=2.63 ns, Avg WL per Cell=~6.6 um, IO Count=14, post-CTS sizing=0, Diodes inserted=0, drt total wl=between 400 and 500 um, Buffers on Ports=14, net switching power=between 0.01 and 0.015 mW
worst max-delay path: cells and delay by family:
family	cells	cell delay, ns
buffers and inverters	3	0.99
adders and majority gates	2	0.60
and+or+nand+nor	2	0.19
AOI/OAI and AO/OA	1	0.08
synth_stat cells:
cell type | number | share of area, %
o21ai_0 | 1 | 3.5
a21oi_2 | 1 | 6.1
ha_1 | 3 | 26
fa_1 | 2 | 28
xnor2_1 | 2 | 12
nand2b_1 | 1 | 4.4
inv_1 | 4 | 10
a21o_1 | 1 | 5.2
nor2b_1 | 1 | 4.4
metal layers:
layer,track usage [%],vias up,routed length (um)
li1,-,79,-
met1,2.32,65,228
met2,1.69,12,138
met3,1.25,0,131
met4,0,0,0
met5,0,-,0
cell usage in the layout, fill, tap and decap left out:
master,Yosys,final
ha_1,3,3
inv_1,4,4
a21oi_2,1,1
xnor2_1,2,2
a21o_1,1,1
nand2b_1,1,1
clkdlybuf4s50_1,0,14
o21ai_0,1,1
nor2b_1,1,1
fa_1,2,2
area by class of cell:
| class | instances | area [um^2] | area share (%) |
|---|---|---|---|
| inverter | 4 | 15.0 | 4.40 |
| multi-input combinational | 12 | 129 | 37.7 |
| tap | 46 | 57.6 | 16.8 |
| timing repair buffer | 14 | 140 | 41.0 |
cells by family (layout without fill, tap and decap cells):
kind of cell	Yosys count	in the layout	synth area share, %
buf+inv	4	18	10.4
xor+xnor	2	2	12.2
compound gates	3	3	14.8
simple gates	2	2	8.70
fa+ha+maj	5	5	53.9
final timing paths:
kind,from,slack (ns),to
max,a[0],0.41,c_out
min,c_in,2.60,sum[0]
per-stage QoR:
| stage | total power, mW | cell area (um^2) | std cells | utilization (%) | hold slack, ns |
|---|---|---|---|---|---|
| after global routing | 0.0506 | 342 | 76 | 10.0 | 2.62 |
| after detailed placement | 0.0458 | 342 | 76 | 10.0 | 2.60 |
| after global placement | 0.0458 | 342 | 76 | 10.0 | 2.61 |
| after floorplan | 0.0141 | 144 | 16 | - | 1.62 |
| final | 0.0446 | 342 | 76 | 10.0 | 2.60 |
| after CTS | 0.0461 | 342 | 76 | 10.0 | 2.61 |
power by group through the flow:
| stage | registers, mW | logic (mW) | clock network (mW) |
|---|---|---|---|
| after CTS | 0 | 0.0461 | 0 |
| after global routing | 0 | 0.0506 | 0 |
| final | 0 | 0.0446 | 0 |
Power is estimated from default activity; no workload was simulated.
